===== /design/flow/design.v =====
module clk_40k_gen
(
    input           clk     ,
    input           rst     ,
    output          clk_40k 
);
    reg             clk_40k_r;
    reg     [13:0]  cnt;
    always @ (posedge clk, negedge rst) begin
        if (!rst) begin
            clk_40k_r <= 1'b0;
            cnt <= 14'd0;
        end
        else if (cnt < 14'd124) begin
            cnt <= cnt + 14'd1;
        end
        else if (cnt == 14'd124) begin
            cnt <= cnt + 14'd1;
            clk_40k_r <= 1'b1;
        end
        else if (cnt < 14'd249) begin
            cnt <= cnt + 14'd1;
        end
        else if (cnt == 14'd249) begin
            clk_40k_r <= 1'b0;
            cnt <= 14'd0;
        end
    end
    assign clk_40k = clk_40k_r;
endmodule

===== /design/flow/constraint.sdc =====
current_design clk_40k_gen

set clk_period 2.7
set clk_io_pct 0.2

create_clock -name clk0 -period $clk_period [get_ports {clk}]

set non_clock_inputs [all_inputs -no_clocks]
set_input_delay [expr $clk_period * $clk_io_pct] -clock clk0 $non_clock_inputs
set_output_delay [expr $clk_period * $clk_io_pct] -clock clk0 [all_outputs]

===== /design/flow/config.mk =====
export PLATFORM = sky130hd
export DESIGN_NAME = clk_40k_gen
export DESIGN_NICKNAME = clk_40k_gen
export VERILOG_FILES = /design/flow/design.v
export SDC_FILE = /design/flow/constraint.sdc
export NUM_CORES = 4
export LEC_CHECK = 1
export CORE_AREA = 10 10 74 74
export DIE_AREA = 0 0 84 84

===== /design/flow/run.sh =====
#!/bin/bash
# OpenROAD 26Q1-2900-gdf79404cd8, Yosys 0.63+post, stock flow scripts
make -C /OpenROAD-flow-scripts/flow DESIGN_CONFIG=/design/flow/config.mk WORK_HOME=/design/flow/orfs finish

==> reports/metrics.cfg <==
[finish]
area_delta_synth_final_pct = 13.0
final_cell_area_um2 = 871
utilization_pct = 21.9
n_fill_cell = 422
drive_gt1_share_pct = 15.5

[synthesis]
topCellsByArea = dfrtp_1 (49%), ha_1 (6.5%), nor4_4 (5.5%)
syn_avg_cell_area_um2 = 10.9
async_reset_ff_share_pct = 100
top_logic_kind = simple AND/OR/NAND/NOR gates
synth_top_flop_cell = dfrtp_1
top_cell = dfrtp_1
ys_types = 26
synthCells = 71
synthSimpleGateAreaFrac_pct = 24.7
yosysCellCount = 71
edf_count = 0
adder_share_pct = 6.49
top_area_cell = dfrtp_1
yosysWarnings = 1
syn_area_um2 = 771
mux_share_pct = 2.60
common_cells = dfrtp_1 (15), nand2_1 (7), nor2_1 (6)
synth_top_area_share_pct = 48.7
synthAoiAreaFrac_pct = 12.3
synth.cellmix.xorXnorShare_pct = 0
synth_chip_area_um2 = 771
ys_seq_share_pct = 48.7
numSynthFlops = 15

[worst_setup_path]
path_class = register to register
r2r_cells = 6
path_max_fanout = 6
worst_r2r_endpoint = cnt[6]
crit_chain = inv_1 > ha_1 > nor4bb_1 > nand4_1 > o311ai_1 > o31ai_1
slowest_delay_ps = 440
crit_arrival_ps = 1890
critPathSlowestCell = dfrtp_1
worstSetupEndpointType = register
ff2ff_setup_slack_ps = 930
required_ps = 2820
rr_startpoint = cnt[0]
critPathLaunchType = register

[sta]
clock-skew-final_ps = 1.08
min_period_over_period_pct = 65.6
slew_violations = 0
max_slew_margin_pct = 55.8
max_slew.worst_pin.slew_ps = 661
final_hold_viol_count = 0
grt_setup_unrepaired = false
final.setup.tns_ps = 0
max_freq_ghz = 0.564
post-route-min-period_ps = 1770
setup_slack_ps = 928
holdWs_ps = 377
finalSetupViolations = 0

[clock_network]
cts_max_level = 1
cts_resized = 0
cts-root-buf = clkbuf_8
clk_transition_reported_paths_ps = 60
clk_path_buf_depth = 2
cts_hold_buf = 0
postCtsSetupRepairBufs = 0
cts_tree = yes
clock-sinks = 15
cts_buffers = 3
clock_latency_ps = 240

[pwr]
p_leak_nw = 0.342
vdd_drop_max_mv = 0.255
p_per_area_mw_per_mm2 = 470

[place]
post-place-ws_ps = 970
placed_area_um2 = 825
dp.final_hpwl_um = 955
io_buffers = 2
place_congestion = 0.861

[routing]
wirelength_mm = 1.28
route.vias.total = 506
wire_per_inst_um = 10.6
ant_nets = 0
drt-pass1-iter-count = 4
drt_iter0_drc = 72
antennaDiodeCount = 0
viasPerCell = 4.18
drc_errors = 0

[floorplanning]
ioPinCount = 3
core_mm2 = 0.00397
die_width_um = 84
fp-row-count = 23
fp_util_pct = 19.4
die_area_mm2 = 0.00706
die_y_um = 84

[global_routing]
grt_max_degree = 16
grt_antenna_before_repair = 0
globalRouteOverflowTotal = 0
grt_pass1_vias = 543
grt_pass1_wl_mm = 2.40
grt_use_total_pct = 3.87

[run]
maxCapViolCount = 0
warnings = 28

[status]
status = finished, final reports clean

[min_path]
whs_path_depth = 0
holdPathEnd = cnt[11]
hp-start = cnt[11]
min_path_type = register to register

## layout by cell type, fill, tap and decap left out, types with 2 or more instances in the layout
master,n
nand3_1,3
nor4_4,2
o21ai_0,3
ha_1,4
nand4_1,2
o311ai_1,2
nor2_1,6
o31ai_1,3
and2_2,2
mux2i_1,2
nand2_1,7
inv_1,3
dfrtp_1,15
clkdlybuf4s50_1,2
clkbuf_8,3
## per-layer routing
metal,vias up,global-route usage [%],wire length (µm)
met1,244,5.31,640
met2,8,5.64,547
met3,2,1.77,88
met5,-,0,0
li1,252,-,-
met4,0,0.304,4
## cells by family (layout without fill, tap and decap cells)
family / Yosys count / count (layout)
and+or+nand+nor: 28 / 28
DFF: 15 / 15
AOI/OAI and AO/OA: 13 / 13
buffers and inverters: 9 / 9
adders and majority gates: 4 / 4
muxes: 2 / 2
## sequential cells by signal (all words and copies together) (netlist names)
signal     flops
cnt           14
clk_40k_r      1
## cell type report
class                   count  area (µm²)  share of cell area, %
inverters                   3        11.3                   1.29
clock inverters             1        5.00                  0.575
well taps                  50        62.6                   7.18
repair buffers              2        20.0                   2.30
flip-flops and latches     15         375                   43.1
multi-input cells          47         355                   40.8
clock buffers               3        41.3                   4.74
## worst max-delay path by stage
stage	from	end
6_report	cnt[0]	cnt[6]
5_1_grt	cnt[0]	cnt[6]
4_1_cts	cnt[0]	cnt[4]
## metrics by stage
step                cells  power (mW)
floorplan              71       0.229
global placement      117       0.235
detailed placement    117       0.235
CTS                   121       0.412
global route          121       0.424
finish                121       0.409
## report_power, final
part	switching [mW]	internal (mW)
clock network	0.0768	0.102
registers	0	0.225
logic	0.00414	0.00127
total	0.0809	0.328
## critical path: cells and delay by family (launching register included)
kind | cells | cell delay (ps)
compound gates | 2 | 300
fa+ha+maj | 1 | 250
buf+inv | 1 | 110
simple gates | 2 | 540
flops | 1 | 440
No activity file was given, so power comes from the tool's default toggle rates.
