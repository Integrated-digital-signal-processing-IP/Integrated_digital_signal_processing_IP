[flow/design.v]
module clk_20k_gen
(
    input           clk     ,
    input           rst     ,
    output          clk_20k 
);
    reg             clk_20k_r;
    reg     [13:0]   cnt;
    always @ (posedge clk, negedge rst) begin
        if (!rst) begin
            clk_20k_r <= 1'b0;
            cnt <= 14'd0;
        end
        else if (cnt < 14'd24) begin
            cnt <= cnt + 14'd1;
        end
        else if (cnt == 14'd24) begin
            cnt <= cnt + 14'd1;
            clk_20k_r <= 1'b1;
        end
        else if (cnt < 14'd49) begin
            cnt <= cnt + 14'd1;
        end
        else if (cnt == 14'd49) begin
            clk_20k_r <= 1'b0;
            cnt <= 14'd0;
        end
    end
    assign clk_20k = clk_20k_r;
endmodule
[flow/run.sh]
#!/bin/bash
# OpenROAD 26Q1-2900-gdf79404cd8, Yosys 0.63+post, stock flow scripts
make -C /OpenROAD-flow-scripts/flow DESIGN_CONFIG=/design/flow/config.mk WORK_HOME=/design/flow/orfs finish
[flow/config.mk]
export PLATFORM = sky130hd
export DESIGN_NAME = clk_20k_gen
export DESIGN_NICKNAME = clk_20k_gen
export VERILOG_FILES = /design/flow/design.v
export SDC_FILE = /design/flow/constraint.sdc
export NUM_CORES = 4
export LEC_CHECK = 1
export CORE_AREA = 10 10 70 70
export DIE_AREA = 0 0 80 80
[flow/constraint.sdc]
current_design clk_20k_gen

set clk_period 1.9
set clk_io_pct 0.2

create_clock -name clk0 -period $clk_period [get_ports {clk}]

set non_clock_inputs [all_inputs -no_clocks]
set_input_delay [expr $clk_period * $clk_io_pct] -clock clk0 $non_clock_inputs
set_output_delay [expr $clk_period * $clk_io_pct] -clock clk0 [all_outputs]
==> run summary <==
Implementation run completed; key figures follow.

Final timing:
- The run gives the ratio of final minimum period to clock period as 91.32%.
- Based on the critical path, the design can be clocked at up to 0.5763 GHz.
- Adding up every negative setup slack in the final design gives 0 ps.
- Setup repair after global routing left no endpoint under its margin.
- The run puts the relative slew slack at 56.98%.
- At the pin with the least slew margin, the transition time is 643.3 ps.
- The run gives the worst hold margin as 371.5 ps.
- After layout, the worst setup slack is 164.8 ps.
- Across the routed clock network, the largest skew measured is 3.656 ps.
- The run gives the hold violation total from the final report as 0.
- The run gives the post-route minimum period as 1735 ps.
- The run puts the final number of setup-violating endpoints at 0.
- The final max-slew violation count recorded for this run is 0.

Synthesis:
- For this run, the leading register cell type out of synthesis is sky130_fd_sc_hd__dfrtp_1.
- The run puts the sequential fraction of the synthesis area at 55.76%.
- Before any placement, the netlist area is recorded as 673.1 um^2.
- Per the synthesis report, the dominant area consumer among library cells is sky130_fd_sc_hd__dfrtp_1.
- The run puts the proportion of register bits with asynchronous set or reset after synthesis at 100.0%.
- In the post-synthesis netlist, the biggest area contributors are sky130_fd_sc_hd__dfrtp_1 56%, sky130_fd_sc_hd__ha_1 5.6%, sky130_fd_sc_hd__clkbuf_1 4.5%.
- The run puts the count of cell types in the netlist at 27.
- The run gives the instance count of the mapped netlist as 60.
- In the synthesized netlist, the cells that appear most often are 15 x sky130_fd_sc_hd__dfrtp_1, 8 x sky130_fd_sc_hd__clkbuf_1, 3 x sky130_fd_sc_hd__ha_1, 3 x sky130_fd_sc_hd__nand3_1.
- The run puts the number of warning messages in the yosys log at 1.
- The run puts the flip-flop and latch count after synthesis at 15.
- The run gives the yosys stat chip area as 673.1 um^2.
- The run puts the cell total in the yosys stat output at 60.
- The run gives the post-synthesis average cell area as 11.22 um^2.
- For this run the top cell type by instance count after synthesis was sky130_fd_sc_hd__dfrtp_1.
- The run puts the number of synthesized flops with an enable pin at 0.
- The run puts the top cell type's share of synthesized area at 55.76%.

Detailed routing:
- The run puts the routed wire length per instance at 9.214 um.
- The wire length recorded after detailed routing is 949 um.
- The run puts the total via count in the routed design at 407.
- The run gives the number of nets with antenna violations after detailed routing as 0.
- The run puts the count of unresolved DRC violations after routing at 0.
- The run gives the detail-routed via count per cell as 3.951.
- The run gives the DRC violation total after the first TritonRoute iteration as 44.
- In the routed netlist, the antenna diode instances number 0.
- According to the report, the first pass of detailed routing completed in 4 iterations.

Floorplan:
- According to the floorplan report, the die width is 80 um.
- The run puts the die span in y at 80 um.
- The run gives the floorplan row count as 21.
- The run puts the count of pins on the block boundary at 3.
- The run gives the area of the die as 6400 um^2.
- The run puts the initial core utilization at 19.71%.
- The run puts the area inside the core boundary at 3416 um^2.

GRT:
- The run gives the met1 track demand over resource as 4.768%.
- The run gives the layer with the highest usage as met1.
- For this run, global-route usage on met3 was measured as 1.932%.
- The run puts the global routing usage on met2 at 3.692%.
- The run gives the pin count of the biggest net entering global routing as 16.
- The run gives the total congestion overflow as 0.
- The run gives the global-route total usage across every layer as 3.121%.
- The run puts the first-pass GRT wire length at 1635 um.
- The run puts the number of global-route vias before repair at 371.
- The run gives the initial antenna violation count as 0.

Pwr:
- The run puts the share of total power consumed by net switching at 19.71%.
- The flow reports that sequential cells draw 64.2% of the design power.
- The run puts the cell leakage power at 0.3285 nW.
- The run puts the internal power at 0.3987 mW.
- Combinational cells account for 1.5% of the total power.
- The run gives the total power density per cell area as 672.8 nW/um^2.
- The run gives the worst supply voltage drop on vdd as 515.4 uV.
- Per report_power, the clock group accounts for 34.3% of the total.
- The run gives the power spent charging and discharging nets as 0.09791 mW.

Worst hold path:
- The worst hold path belongs to the class reg -> reg.
- The launch point of the worst min-delay path is recorded as cnt[9].

Critical path:
- The arrival time of data at the worst endpoint is listed as 1910 ps.
- The run gives the worst-path maximum fanout as 3.
- The launch point of the critical path was reported as cnt[10].
- By startpoint and endpoint, the worst setup path is classified as reg -> reg.
- STA classifies the critical path startpoint as a flip-flop.
- STA classifies the critical path endpoint as a flip-flop.
- For the worst reg-to-reg path, the startpoint reported by OpenROAD is cnt[10].
- The run gives the worst path required time as 2080 ps.

Clock tree:
- Buffers inserted to repair hold after CTS numbered 0.
- The run gives the count of H-tree levels built during CTS as 1.
- The run puts the number of clock buffers inserted by TritonCTS at 3.
- The run puts the post-cts resize count at 0.
- TritonCTS built the clock tree.
- The run puts the register clock-pin slew on the reported worst setup and hold paths at 80 ps.
- The run gives the largest buffer count on any clock path as 2.
- The run puts the number of clock sinks at 15.
- CTS placed an instance of sky130_fd_sc_hd__clkbuf_4 at the clock tree root.
- For the worst-skew pair, the clock arrives at the later sink with an insertion delay of 280 ps.
- Once the clock tree was built, the setup fixing pass inserted 0 buffers.

Placed design:
- The run puts the placed instance area at 710.7 um^2.
- The run gives the number of I/O port buffers as 2.
- The congestion estimate from routability-driven global placement came to 0.7565.
- The run gives the post-detailed-placement half-perimeter wirelength as 712.7 um.
- Before CTS, the worst setup slack after placement is 156.3 ps.

Layout:
- After routing the design area is 738.2 um^2.
- The run puts the layout filler cell count at 374.
- The run gives the area occupied by registers as 375.4 um^2.
- The run puts the area occupied by multi-input gates at 250.2 um^2.
- From synthesis to final layout, the design area changed by 9.665%.
- Of the cells placed in the final design, the portion with a size suffix greater than 1 is 12.28%.

Flow run:
- Summing over the stages, the warning tally comes to 27.
- The run puts the max-cap violation count at 0.

Run status:
- The run finished with clean final reports.
## routing by layer
layer	part of all wire, %	vias to the layer above
li1	-	201
met1	53	199
met2	40	7
met3	6.7	0
met4	0	0
met5	0	-
## power groups by stage
stage	logic [mW]	clock network [mW]	registers (mW)
6_report	0.00752	0.170	0.319
5_1_grt	0.00884	0.200	0.319
4_1_cts	0.00823	0.180	0.319
## cell families (layout without fill, tap and decap cells)
group	Yosys count	after routing	synth area share [%]
compound gates	12	12	13.94
fa+ha+maj	3	3	5.577
simple gates	17	17	15.05
buf+inv	11	8	7.064
xor+xnor	2	2	2.603
flops	15	15	55.76
## worst max-delay path: stages, from the launching register on
cell,delay [ps]
sky130_fd_sc_hd__dfrtp_1,380
sky130_fd_sc_hd__or4_1,550
sky130_fd_sc_hd__or2_1,270
sky130_fd_sc_hd__a221o_1,260
sky130_fd_sc_hd__a21o_1,170
## cells in the final DEF, fill, tap and decap left out, types with 2 or more instances in the layout
master,count
sky130_fd_sc_hd__clkdlybuf4s50_1,2
sky130_fd_sc_hd__nand4_1,2
sky130_fd_sc_hd__clkbuf_4,3
sky130_fd_sc_hd__and2_1,2
sky130_fd_sc_hd__xnor2_1,2
sky130_fd_sc_hd__inv_1,2
sky130_fd_sc_hd__ha_1,3
sky130_fd_sc_hd__a21o_1,2
sky130_fd_sc_hd__a31oi_1,2
sky130_fd_sc_hd__or4_1,2
sky130_fd_sc_hd__dfrtp_1,15
sky130_fd_sc_hd__nor3b_1,2
sky130_fd_sc_hd__nand3_1,3
## sequential cells by signal (all words and copies together), names as in the netlist
register	count
clk_20k_r	1
cnt	14
## worst paths after layout
check | slack, ps | cells after the start | endpoint
max | 160 | 4 | cnt[5]
min | 370 | 0 | cnt[9]
max reg2reg | 160 | 4 | cnt[5]
min reg2reg | 370 | 0 | cnt[9]
max in group asynchronous | 990 | 1 | cnt[1]
min in group asynchronous | 500 | 1 | cnt[11]
## area by class of cell
class / count / share of cell area (%)
Clock buffer: 3 / 3.051
Clock inverter: 1 / 0.6780
Inverter: 2 / 1.017
Multi-Input combinational cell: 34 / 33.90
Sequential cell: 15 / 50.85
Tap cell: 46 / 7.797
Timing Repair Buffer: 2 / 2.712
## metrics by stage
stage	power (mW)	instances	utilization, %
finish	0.4967	103	21.61
global route	0.5281	103	21.61
CTS	0.5073	103	21.61
detailed placement	0.3332	99	20.81
global placement	0.3331	99	20.81
floorplan	0.3254	60	-
Power and IR drop assume default switching activity.
